### flow/config.mk
export PLATFORM = sky130hd
export DESIGN_NAME = fsm_moore
export DESIGN_NICKNAME = fsm_moore
export VERILOG_FILES = /design/flow/design.v
export SDC_FILE = /design/flow/constraint.sdc
export NUM_CORES = 4
export LEC_CHECK = 1
export CORE_AREA = 10 10 70 70
export DIE_AREA = 0 0 80 80
### flow/constraint.sdc
current_design fsm_moore

set clk_period 1.0
set clk_io_pct 0.2

create_clock -name clk0 -period $clk_period [get_ports {clk}]

set non_clock_inputs [all_inputs -no_clocks]
set_input_delay [expr $clk_period * $clk_io_pct] -clock clk0 $non_clock_inputs
set_output_delay [expr $clk_period * $clk_io_pct] -clock clk0 [all_outputs]
### flow/design.v
module fsm_moore (input logic clk, reset, X, RDY, output logic Q, START);
typedef enum int unsigned { S0 = 1, S1 = 2, S2 = 4, S3 = 8, S4 = 16, S5 = 32} state_t;
state_t state, next_state;
always_comb begin : next_state_logic
   next_state = state;
   case(state)
   S0:   if (X == '1)
            next_state = S1;
				else 
				next_state = S0;
   S1:   next_state = S2;
   S2:   if (RDY == '1)
            next_state = S3;
            else
            next_state = S2;
   S3:   if(X=='1)
            next_state = S3;
            else
            next_state  = S4;
   S4:  next_state = S5;
   S5:   if(RDY == '1)
            next_state = S0;
            else
            next_state  = S5;
   default:
         next_state = S0;
   endcase
end
always_ff @(posedge clk or negedge reset) begin
   if (reset == '0)
      state <= S0;
   else
      state <= next_state;
end
always_comb begin : output_logic
   case(state)
   S0:   Q = 0;
   S1:   Q = 1;
   S2:   Q = 0;
   S3:   Q = 0;
   S4:   Q = 0;
   S5:   Q = 0;
   default: Q = 0;
   endcase
end
always_comb begin : START_logic
   case (state)
   S1: START =1;
   S4: START =1;  
      default: begin
         START = 0;
      end
   endcase
end
endmodule
### flow/run.sh
#!/bin/bash
# OpenROAD 26Q1-2900-gdf79404cd8, Yosys 0.63+post, stock flow scripts
make -C /OpenROAD-flow-scripts/flow DESIGN_CONFIG=/design/flow/config.mk WORK_HOME=/design/flow/orfs finish
==> flow_summary.ini <==
; generated from flow reports
[status]
status = finished, violations left
failed_checks = negative setup slack

[setup_path]
critPathLaunch = state[2]$_DFF_PN0_
critical_path.endpoint_type = output port
r2r.worst_path.cells = 2
worstReg2RegStart = state[0]$_DFF_PN1_
timing.setup.critical_path_class = reg2out
arrival_ns = 0.95
r2r_slack_ns = 0.24
required_time_reported_for_the_critical_path_endpoint_ns = 0.80
worst_setup_path_start_kind = register
critPathMaxFanout = 2
reg2reg_end = state[0]$_DFF_PN1_

[logic_synthesis]
synthesis.instances = 16
synth_dominant_cell_count = sky130_fd_sc_hd__dfrtp_1
synth.distinct_cells = 10
ys_async_sr_fraction_pct = 100
yosys_warnings = 1
edf_count = 0
synthFlopType = sky130_fd_sc_hd__dfrtp_1
seq_area_frac_synth_pct = 71.6
yosys-stat-cells = 16
seq_cells_post_synth = 6
postSynthAreaPerCell_um2 = 13.2
yosysTopAreaCell = sky130_fd_sc_hd__dfrtp_1
top_cells_by_count = sky130_fd_sc_hd__dfrtp_1, sky130_fd_sc_hd__a21o_1, sky130_fd_sc_hd__inv_1
ys_area_um2 = 211
yosys-top-cells-area = sky130_fd_sc_hd__dfrtp_1, sky130_fd_sc_hd__dfstp_2, sky130_fd_sc_hd__a21o_1, sky130_fd_sc_hd__a22o_2, sky130_fd_sc_hd__inv_1
synth_largest_type_area_fraction_pct = 59.2
synth_area_um2 = 211

[place]
portBuffers = 5
gp_congestion = 0.701
postPlaceCellArea_um2 = 327
place_inst = 68

[sta]
fmax_mhz = 873
grt_setup_unrepaired = true
final.hold.worst_slack_ns = 0.187
min_period_ns = 1.15
postLayoutSetupSlackWorst_ns = -0.146
fin_skew_ns = 0.00952
maxSlewHeadroom_pct = 82.3
slew_violations = 0
tightestPinTransition_ns = 0.265
hold_viol_final = 0
total_setup_violations_reported_at_the_end_of_the_flow = 2
final_min_period_over_clock_period_pct = 115

[die]
num_io_pins = 6
dieHeight_um = 80
die_w_um = 80
placementRows = 21
initCoreUtil_pct = 6.19
chip_area_mm2 = 0.00640
core_outline_area_mm2 = 0.00342

[power_and_ir_drop]
power-per-cell-area_mw_per_mm2 = 1700
leakagePower_uw = 0.000168
peak_supply_drop_mv = 0.251
fin_total_pwr_uw = 599

[clock_network]
cts_root_buffer = sky130_fd_sc_hd__clkbuf_4
tritoncts = done
clkSinkCount = 6
cts.clk_slew.worst_paths_ns = 0.05
cts.htree.levels = 1
cts_made_buffers = 3
cts_max_path_buffers = 2
clkLatencyLatePin_ns = 0.25
cts_hold_buffers = 0

[finish]
fillers = 395
largest_register_ff_count = 6
final_layout_size_suffix_gt1_share_pct = 30.8
final-comb-area_um2 = 52.6
synthToLayoutAreaGrowth_pct = 66.9
ff_latch_area_um2 = 151
largest_registers = state (6)
layout.cell_area.non_filler_um2 = 353
max_flop_register = state
layout.cells.non_filler = 72

[global_routing]
grt_start_max_net_pins = 7
overflow = 0
vias_in_the_first_global_route = 186
grt_first_pass_wirelength_um = 862
antenna_found_initial = 0
global_route.usage.total_pct = 1.86

[run]
stage_log_warnings = 27
maxCapViolCount = 0

[drt]
drt_pass1_iterations = 3
wirelength_um = 508
wl_per_cell_um = 7.06
num_antenna_cells = 0
detailroute.via_count = 153
post_route_ant_nets = 0
detailed_router_s_first_iteration_violation_count = 14
drc = 0
vias_per_cell = 2.13

[worst_hold_path]
min-delay-path-class = in2async
-- metrics by stage --
stage                     setup TNS, ns  utilization (%)  setup WS, ns
after detailed placement         -0.461             9.56        -0.194
after floorplan                       0                -         0.263
after CTS                        -0.223             10.3        -0.178
after global placement           -0.388             9.56        -0.175
after global routing             -0.252             10.3        -0.188
final                            -0.181             10.3        -0.146
-- report_power, final --
part	leakage, uW	switching [uW]	internal, uW
registers	0.0000792	14.5	274
logic	0.0000733	23.4	43.3
clock network	0.0000150	92.0	151
-- cell type report --
cell class | instances | area share (%)
sequential | 6 | 42.9
timing repair buffer | 6 | 16.3
tap | 46 | 16.3
multi-input combinational | 8 | 14.9
clock buffer | 4 | 7.45
inverter | 2 | 2.13
-- cell families after synthesis --
logic type,after synthesis,synth area share [%]
flops,6,71.6
simple gates,4,10.7
compound gates,4,14.2
buf+inv,2,3.55
-- worst max-delay path, cell delays in order (launching register included) --
cell and delay [ns]:
sky130_fd_sc_hd__dfrtp_1 0.37, sky130_fd_sc_hd__or2_1 0.23, sky130_fd_sc_hd__buf_2 0.11
-- routing by layer --
layer	vias to the layer above	wire length (um)	global-route usage [%]
met5	-	0	0
li1	72	-	-
met2	8	152	1.93
met4	0	0	0.352
met3	0	137	3.07
met1	73	218	1.81
-- worst max path at each step --
| stage | endpoint | slack [ns] |
|---|---|---|
| finish | START | -0.15 |
| global route | START | -0.19 |
| CTS | START | -0.18 |
-- cell usage in the layout (no fill, tap or decap), drive strengths merged --
cell	n
inv	2
dfstp	1
a21o	2
and2	1
dfrtp	5
or2	1
clkbuf	4
nand2	1
a22o	1
o21ai	1
buf	3
nor2b	1
clkdlybuf4s50	3
-- what timing repair did --
action                                  in CTS  in global routing
resized                                      8                  0
pin swaps                                    1                  1
setup buffers                                0                  0
endpoints found under the setup margin       2                  2
Power and IR drop assume default switching activity.
