===== design/flow/design.v =====
module fsm_timer #(parameter int unsigned N=8) (output logic RDY, input logic CLK, START, N_RESET);
   typedef enum int unsigned {READY='b001, STARTED='b010, STOPPED='b100} state_t;
   state_t state, next_state;
   int unsigned count=N-1;
   always_comb begin : next_state_logic
      next_state = state;
      case (state)
      READY:   next_state = (START == 1) ? STARTED : READY;
      STARTED: next_state = (count == 1) ? STOPPED : STARTED;
      STOPPED: next_state = READY;
      default: next_state = READY;
      endcase
   end
   always_comb begin : output_logic
      case (state)
      READY:   RDY = '0;
      STARTED: RDY = '0;
      STOPPED: RDY = '1;
      default: RDY = '0;
      endcase
   end
   always_ff @(posedge CLK or negedge N_RESET) begin : update_state
   if(~N_RESET) 
      state <= READY;
   else
      state <= next_state;
   end
   always_ff @(posedge CLK or negedge N_RESET) begin : update_count
	if(~N_RESET) 
	   count <= N-1;
	else
	   case (state)
	   READY:   count <= N-1;
	   STARTED: count <= count - 1;
	   STOPPED: ;
	   default: count <= N-1; 
           endcase
   end
endmodule

===== design/flow/run.sh =====
#!/bin/bash
# OpenROAD 26Q1-2900-gdf79404cd8, Yosys 0.63+post, stock flow scripts
make -C /OpenROAD-flow-scripts/flow DESIGN_CONFIG=/design/flow/config.mk WORK_HOME=/design/flow/orfs finish

===== design/flow/config.mk =====
export PLATFORM = sky130hd
export DESIGN_NAME = fsm_timer
export DESIGN_NICKNAME = fsm_timer
export VERILOG_FILES = /design/flow/design.v
export SDC_FILE = /design/flow/constraint.sdc
export NUM_CORES = 4
export LEC_CHECK = 1
export CORE_UTILIZATION = 40

===== design/flow/constraint.sdc =====
current_design fsm_timer

set clk_period 3.7
set clk_io_pct 0.2

create_clock -name clk0 -period $clk_period [get_ports {CLK}]

set non_clock_inputs [all_inputs -no_clocks]
set_input_delay [expr $clk_period * $clk_io_pct] -clock clk0 $non_clock_inputs
set_output_delay [expr $clk_period * $clk_io_pct] -clock clk0 [all_outputs]

==> results_dict.tcl <==
# collected from the flow reports
set metrics [dict create \
    outcome "completed" \
    yosys_area_mm2 0.00185 \
    hold_class "reg2reg" \
    fp_util_pct 42.0 \
    ys_cells 189 \
    ys.flops 35 \
    synth-edff-count 0 \
    port_buffers 3 \
    grt.total_usage_pct 16.6 \
    worst_path_largest_cell_delay_ns 0.65 \
    route.detailed.drc 0 \
    cts_sinks 35 \
    crit-reg2reg-launch "count[1]$_DFFE_PN1N_" \
    die_h_um 70.1 \
    cp.required_ns 3.92 \
    drt_iter0_markers 92 \
    max_freq_ghz 0.398 \
    leakage_nw 0.661 \
    vias_per_cell 5.81 \
    drive_gt1_share_pct 13.5 \
    slowest_stage "or4_2" \
    post-route-period-util_pct 67.9 \
    worstPathArrival_ns 2.73 \
    yosysTopAreaCellShare_pct 41.8 \
    coreArea_mm2 0.00441 \
    routed_wl_um 3610 \
    rows 24 \
    cp_cell_sequence "inv_1, ha_1, nor4b_2, nand4_2, or4_2, a21oi_1" \
    crit_fanout 10 \
    wire_per_inst_um 14.7 \
    antenna_found_initial 0 \
    flop_cell "dfrtp_1" \
    slew_headroom_pct 51.1 \
    yosys.area.top_type "dfrtp_1" \
    die_w_um 70.1 \
    critPathKind "reg2reg" \
    ir_drop_uv 165 \
    cts.repair.resized 0 \
    start_kind "flip-flop" \
    tns_ns 0 \
    die-area_mm2 0.00491 \
    final_core_util_pct 45.6 \
    area_delta_synth_final_pct 8.64 \
    cts-hold-fix-buffers 0 \
    dr_total_vias 1423 \
    grt_overflow 0 \
    cts_setup_buffers 0 \
    worst_pin_slew_ns 0.727 \
    powerDensity_mw_per_mm2 334 \
    cts_root_buffer "clkbuf_8" \
    p_total_mw 0.673 \
    place_congestion 0.801 \
    grt_max_degree 36 \
    topCellsByArea "dfrtp_1 42%, dfstp_2 5.7%, mux2i_1 4.9%" \
    worst-r2r-setup-slack_ns 1.19 \
    numCtsBuffers 5 \
    critPathLaunch "count[1]$_DFFE_PN1N_" \
    detail-route-antenna-nets 0 \
    ys_seq_share_pct 47.5 \
    maxSlewViolCount 0 \
    rsz0062_at_grt "false" \
    grt_pass1_vias 1355 \
    io_pins 4 \
    htreeDepth 2 \
    hold_viol 0 \
    netlist_area_mm2 0.00185 \
    cts_max_path_buffers 2 \
    report.final.setup_viol 0 \
    tritoncts "yes" \
    warning_count 26 \
    syn_area_per_cell_um2 9.81 \
    ys_warn_count 1 \
    hpwlAfterDp_um 2380 \
    clock_latency_ns 0.28 \
    cts.reportedPaths.clkPinSlew_ns 0.07 \
    synthCells 189 \
    grt_pass1_wl_um 6380 \
    maxCapViolCount 0 \
    skew_ns 0.00911 \
    postSynth.asyncResetShare_pct 100 \
    dr.pass1.iters 4 \
    min_period_ns 2.51 \
    synth_cell_types 35 \
    antenna_cells 0 \
    min_from "count[0]$_DFFE_PN1N_" \
    end_kind "flip-flop" \
]
## cells in the final DEF (no fill, tap or decap), drive strengths merged, types with 5 or more instances in the layout
cell type / count
nand2b: 8
a21oi: 14
mux2i: 9
or4: 13
nand2: 14
nor4: 9
o31ai: 6
inv: 5
xor2: 7
clkbuf: 7
nand4: 5
dfrtp: 31
o21ai: 6
or3: 10
nor2: 18
## area by class of cell
| class | count | area [µm²] |
|---|---|---|
| clock inverters | 1 | 5.00 |
| flip-flops and latches | 35 | 881 |
| multi-input cells | 140 | 913 |
| clock buffers | 7 | 86.3 |
| repair buffers | 5 | 45.0 |
| well taps | 52 | 65.1 |
| inverters | 5 | 18.8 |
| fillers | 404 | 2400 |
## worst max-delay path: cells and delay by family, from the launching register on
family	cells	cell delay (ns)
simple gates	3	1.63
flops	1	0.37
compound gates	1	0.16
buf+inv	1	0.10
fa+ha+maj	1	0.20
## where the power goes
part | switching (mW) | internal [mW]
logic | 0.00782 | 0.00260
registers | 0 | 0.383
clock network | 0.130 | 0.150
## cells by family after synthesis
kind of cell             after synthesis  share of synthesized area [%]
XOR/XNOR                               8                           3.78
AND/OR/NAND/NOR                       91                           29.9
flip-flops                            35                           47.5
buffers and inverters                 14                           3.24
AND-OR/OR-AND                         30                           9.38
multiplexers                           9                           4.86
adder cells (fa/ha/maj)                2                           1.35
## synthesized netlist by cell type, types with 2 or more instances
| cell type | n |
|---|---|
| nand2_1 | 14 |
| or4_1 | 9 |
| nor3_1 | 2 |
| nor2_1 | 18 |
| o21ai_0 | 6 |
| mux2i_1 | 9 |
| nand2b_1 | 8 |
| or2_2 | 4 |
| nor4b_1 | 3 |
| dfstp_2 | 4 |
| or4_4 | 2 |
| o31ai_1 | 6 |
| nor4_2 | 2 |
| nand4_1 | 4 |
| nor4_1 | 7 |
| or4_2 | 2 |
| or3_1 | 9 |
| xor2_1 | 7 |
| clkbuf_1 | 8 |
| dfrtp_1 | 31 |
| inv_1 | 5 |
| nand4b_1 | 2 |
| a21oi_1 | 14 |
| ha_1 | 2 |
## final timing paths
path                                         endpoint  depth (start not counted)
worst min register to register   count[0]$_DFFE_PN1N_                          1
min in group asynchronous       count[22]$_DFFE_PN0N_                          2
worst min-delay path             count[0]$_DFFE_PN1N_                          1
worst max register to register  count[16]$_DFFE_PN0N_                          6
max in group asynchronous          state[0]$_DFF_PN1_                          2
worst max-delay path            count[16]$_DFFE_PN0N_                          6
## metrics by stage
stage                     setup slack [ns]  instance area (µm²)  instances  hold slack [ns]
after global routing                 0.980                 2010        245            0.529
after CTS                             1.18                 2010        245            0.505
final                                 1.19                 2010        245            0.504
after floorplan                       1.53                 1850        189            0.444
after detailed placement              1.19                 1920        237            0.494
after global placement                1.32                 1920        237            0.494
## flip-flops by register name, summed over array words and instances, names as in the netlist
name	cells
count	32
state	3
## per-layer routing
layer / wire length (µm) / vias up / track usage, %
met3: 131 / 5 / 4.23
met5: 0 / - / 0
met1: 1790 / 699 / 27.7
li1: - / 695 / -
met2: 1630 / 24 / 23.7
met4: 55 / 0 / 2.00
Power is estimated from default activity; no workload was simulated.
